$ cat ./config.mk
export PLATFORM = sky130hd
export DESIGN_NAME = pwm_controller
export DESIGN_NICKNAME = pwm_controller
export VERILOG_FILES = /design/flow/design.v
export SDC_FILE = /design/flow/constraint.sdc
export NUM_CORES = 4
export LEC_CHECK = 1
export CORE_UTILIZATION = 40
$ cat ./constraint.sdc
current_design pwm_controller

set clk_period 2.3
set clk_io_pct 0.2

create_clock -name clk0 -period $clk_period [get_ports {clk}]

set non_clock_inputs [all_inputs -no_clocks]
set_input_delay [expr $clk_period * $clk_io_pct] -clock clk0 $non_clock_inputs
set_output_delay [expr $clk_period * $clk_io_pct] -clock clk0 [all_outputs]
$ cat ./design.v
`timescale 1ns/1ps
module pwm_controller (
    input wire clk,                     
    input wire reset,                   
    input wire [7:0] period,            
    input wire [7:0] prescaler,         
    input wire timer_enable,            
    input wire ch0_enable,              
    input wire [7:0] ch0_duty_cycle,    
    input wire ch1_enable,              
    input wire [7:0] ch1_duty_cycle,    
    input wire ch2_enable,              
    input wire [7:0] ch2_duty_cycle,    
    output wire pwm_out_0,              
    output wire pwm_out_1,              
    output wire pwm_out_2,              
    output wire period_complete,        
    output wire timer_overflow          
);
    wire [7:0] counter;                 
    timer_module timer_inst (
        .clk(clk),
        .reset(reset),
        .period(period),
        .prescaler(prescaler),
        .timer_enable(timer_enable),
        .counter(counter),
        .period_complete(period_complete),
        .timer_overflow(timer_overflow)
    );
    pwm_generator pwm_ch0 (
        .clk(clk),
        .reset(reset),
        .enable(ch0_enable),
        .duty_cycle(ch0_duty_cycle),
        .counter(counter),
        .pwm_out(pwm_out_0)
    );
    pwm_generator pwm_ch1 (
        .clk(clk),
        .reset(reset),
        .enable(ch1_enable),
        .duty_cycle(ch1_duty_cycle),
        .counter(counter),
        .pwm_out(pwm_out_1)
    );
    pwm_generator pwm_ch2 (
        .clk(clk),
        .reset(reset),
        .enable(ch2_enable),
        .duty_cycle(ch2_duty_cycle),
        .counter(counter),
        .pwm_out(pwm_out_2)
    );
endmodule
`timescale 1ns/1ps
module pwm_generator (
    input wire clk,               
    input wire reset,             
    input wire enable,            
    input wire [7:0] duty_cycle,  
    input wire [7:0] counter,     
    output reg pwm_out            
);
    reg [7:0] duty_reg;
    reg pwm_active;
    always @(posedge clk or posedge reset) begin
        if (reset) begin
            duty_reg <= 8'd0;
        end else if (enable) begin
            duty_reg <= duty_cycle;
        end
    end
    always @(posedge clk or posedge reset) begin
        if (reset) begin
            pwm_out <= 1'b0;
            pwm_active <= 1'b0;
        end else begin
            if (enable) begin
                pwm_active <= 1'b1;
                if (counter < duty_reg) begin
                    pwm_out <= 1'b1;
                end else begin
                    pwm_out <= 1'b0;
                end
            end else begin
                pwm_active <= 1'b0;
                pwm_out <= 1'b0;
            end
        end
    end
endmodule
`timescale 1ns/1ps
module timer_module (
    input wire clk,                     
    input wire reset,                   
    input wire [7:0] period,            
    input wire [7:0] prescaler,         
    input wire timer_enable,            
    output reg [7:0] counter,           
    output reg period_complete,         
    output reg timer_overflow           
);
    reg [7:0] prescaler_count;
    reg [7:0] period_reg;
    reg prescaler_tick;
    always @(posedge clk or posedge reset) begin
        if (reset) begin
            prescaler_count <= 8'd0;
            prescaler_tick <= 1'b0;
        end else if (timer_enable) begin
            if (prescaler_count >= prescaler) begin
                prescaler_count <= 8'd0;
                prescaler_tick <= 1'b1;
            end else begin
                prescaler_count <= prescaler_count + 8'd1;
                prescaler_tick <= 1'b0;
            end
        end else begin
            prescaler_count <= 8'd0;
            prescaler_tick <= 1'b0;
        end
    end
    always @(posedge clk or posedge reset) begin
        if (reset) begin
            period_reg <= 8'd255;   
        end else if (!timer_enable) begin
            period_reg <= period;
        end
    end
    always @(posedge clk or posedge reset) begin
        if (reset) begin
            counter <= 8'd0;
            period_complete <= 1'b0;
            timer_overflow <= 1'b0;
        end else if (timer_enable) begin
            if (prescaler_tick) begin
                if (counter >= period_reg) begin
                    counter <= 8'd0;
                    period_complete <= 1'b1;
                    timer_overflow <= 1'b0;
                end else begin
                    counter <= counter + 8'd1;
                    period_complete <= 1'b0;
                    if (counter == 8'd255) begin
                        timer_overflow <= 1'b1;
                    end else begin
                        timer_overflow <= 1'b0;
                    end
                end
            end else begin
                period_complete <= 1'b0;
                timer_overflow <= 1'b0;
            end
        end else begin
            counter <= 8'd0;
            period_complete <= 1'b0;
            timer_overflow <= 1'b0;
        end
    end
endmodule
$ cat ./run.sh
#!/bin/bash
# OpenROAD 26Q1-2900-gdf79404cd8, Yosys 0.63+post, stock flow scripts
make -C /OpenROAD-flow-scripts/flow DESIGN_CONFIG=/design/flow/config.mk WORK_HOME=/design/flow/orfs finish
==> results_dict.tcl <==
# metrics dict for downstream scripts
set metrics [dict create \
    status "finished clean" \
    rsz0062_at_grt "no" \
    yosysChipArea_mm2 0.003063 \
    hpwl_um 4098 \
    report.final.slew_viol_count 0 \
    ys_seq_share_pct 44.44 \
    syn-cell-area_mm2 0.003063 \
    synth-edff-count 0 \
    fmax_ghz 0.5043 \
    p_total_mw 1.864 \
    holdPathStages 1 \
    rows 31 \
    cts_buffers 5 \
    hp-class "flop to flop" \
    drtIter0Drc 99 \
    io_pins 51 \
    antenna_cells 0 \
    fp_util_pct 41.78 \
    final_area_mm2 0.003800 \
    skew_ns 0.008099 \
    cts-root-buf "clkbuf_8" \
    p_leak_nw 1.908 \
    grt_pass1_vias 2117 \
    startpoint "timer_inst.period_reg[2]" \
    die_h_um 89.51 \
    grt_pass1_wl_um 9653 \
    r2r_cells 8 \
    fillers 648 \
    yosysTopAreaCell "dfrtp_1" \
    cts_tree "yes" \
    die_w_um 89.51 \
    period_needed_ns 1.983 \
    yosys_cells 314 \
    top_cell_area_share_pct 37.58 \
    slowest_delay_ns 0.54 \
    antenna_found_initial 0 \
    htreeDepth 2 \
    clock_sinks 54 \
    critical-path-top-delay-family "AND-OR/OR-AND gates" \
    antenna_left 0 \
    ys_ff 54 \
    post-cts-setup-buffers 0 \
    placeableCoreArea_mm2 0.007331 \
    cts.clk_slew.worst_paths_ns 0.10 \
    r2r_slack_ns 0.32 \
    wl_per_cell_um 12.06 \
    cap_violations 0 \
    ys.flop_type "dfrtp_1" \
    finalSetupViolCount 0 \
    syn_to_final_growth_pct 24.06 \
    vias_per_cell 4.740 \
    max_slew_margin_pct 64.76 \
    async_reset_ff_share_pct 100.0 \
    crit_chain "inv_1 -> ha_1 -> a211oi_2 -> o21ai_2 -> a211oi_4 -> buf_4 -> nand3_1 -> a21boi_0" \
    dieArea_mm2 0.008011 \
    setup_tns_ns 0 \
    reg2reg_to "timer_inst.counter[1]" \
    cts_resized 0 \
    track_usage_pct 16.08 \
    worstMarginPinSlew_ns 0.5269 \
    min_to "timer_inst.prescaler_count[0]" \
    vdd.ir_drop.worst_mv 0.2499 \
    gr-total-overflow 0 \
    io_buffer_count 50 \
    yosys_warnings 2 \
    crit_required_ns 2.53 \
    period_used_pct 86.21 \
    worst-path-buf-inv 2 \
    drc_errors 0 \
    ctsHoldBuffers 0 \
    warnings 25 \
    synth.area.top_cells "dfrtp_1 (38%), ha_1 (16%), dfstp_2 (6.9%), o21ai_0 (5.7%), inv_1 (4.9%)" \
    clockBufferDepth 2 \
    grt_max_degree 55 \
    first_pass_iters 6 \
    synth.avg_cell_area_um2 9.755 \
    final_layout_size_suffix_gt1_share_pct 10.27 \
    synth.distinct_cells 34 \
    worstSetupPathType "flop to flop" \
    end_kind "flop" \
    clock_latency_ns 0.30 \
    gp_congestion 0.8033 \
    final_hold_viol_count 0 \
    rr_startpoint "timer_inst.period_reg[2]" \
    cp-start-kind "flop" \
    vias 2223 \
    cp_slowest_cell "dfstp_2" \
    crit_arrival_ns 2.21 \
    place_area_mm2 0.003721 \
    syn_inst 314 \
    holdCritStartpoint "timer_inst.prescaler_count[0]" \
    wl_um 5657 \
    crit_fanout 9 \
    power_density_mw_per_mm2 490.6 \
]
==> power breakdown <==
| part | total, mW | switching [mW] | internal [mW] |
|---|---|---|---|
| clock | 0.503 | 0.298 | 0.205 |
| sequential | 1.05 | 0.0257 | 1.02 |
| combinational | 0.314 | 0.143 | 0.171 |
| total | 1.86 | 0.466 | 1.40 |
==> kinds of logic after synthesis <==
family,Yosys count,share of synthesized area [%]
AND/OR/NAND/NOR,92,15.11
AND-OR/OR-AND,63,12.50
flip-flops,54,44.44
buffers and inverters,48,5.923
adder cells (fa/ha/maj),39,15.93
multiplexers,12,4.371
XOR/XNOR,6,1.716
==> layer usage <==
metal / vias to the layer above / global-route usage, % / part of all wire [%]
li1: 1180 / - / -
met1: 996 / 24.43 / 50
met2: 40 / 26.02 / 44
met3: 7 / 2.341 / 3.8
met4: 0 / 2.165 / 1.4
met5: - / 0 / 0
==> synthesized netlist by cell type, drive strengths merged, types with 5 or more instances <==
cell     n
nor3     7
nand3    9
a21oi    8
nand2b   5
clkbuf   8
and3     9
mux2    11
a21o     7
ha      39
nand2   37
nor2     9
o21ai   36
dfstp    8
inv     40
dfrtp   46
==> final cells by class <==
cell class | count | area (µm²) | area share, %
Multi-Input combinational cell | 212 | 1520 | 40.01
Sequential cell | 54 | 1361 | 35.82
Tap cell | 99 | 123.9 | 3.260
Timing Repair Buffer | 57 | 565.5 | 14.88
Clock buffer | 5 | 68.82 | 1.811
Inverter | 40 | 150.1 | 3.951
Clock inverter | 2 | 10.01 | 0.2634
==> worst max-delay path by stage <==
stage,end,slack (ns),cells after the start
CTS,timer_inst.counter[1],0.30,8
global route,timer_inst.prescaler_count[1],0.18,7
finish,timer_inst.counter[1],0.32,8
==> through the flow <==
stage                     util, %  setup WS [ns]  hold WS (ns)  std cells
final                       51.83         0.3171        0.5135        469
after global routing        51.83         0.1761        0.5483        469
after CTS                   51.83         0.3032        0.5137        469
after detailed placement    50.76        0.04804        0.5022        462
after global placement      50.76        0.09406        0.4849        462
after floorplan                 -         0.2695        0.4586        314
==> cell usage in the layout, fill, tap and decap left out, drive strengths merged, types with 4 or more instances in the layout <==
cell | netlist | final
a211oi | 4 | 4
a21o | 7 | 7
a21oi | 8 | 8
a31oi | 4 | 4
and3 | 9 | 9
and4b | 4 | 4
buf | 0 | 7
clkbuf | 8 | 5
clkdlybuf4s50 | 0 | 50
dfrtp | 46 | 46
dfstp | 8 | 8
ha | 39 | 39
inv | 40 | 40
mux2 | 11 | 11
nand2 | 37 | 37
nand2b | 5 | 5
nand3 | 9 | 9
nor2 | 9 | 9
nor2b | 4 | 4
nor3 | 7 | 7
o21ai | 36 | 36
xor2 | 4 | 4
Power is estimated from default activity; no workload was simulated.
